--- run.sh ---
#!/bin/bash
# OpenROAD 26Q1-2900-gdf79404cd8, Yosys 0.63+post, stock flow scripts
make -C /OpenROAD-flow-scripts/flow DESIGN_CONFIG=/design/flow/config.mk WORK_HOME=/design/flow/orfs finish
--- constraint.sdc ---
current_design memory

set clk_period 1.0
set clk_io_pct 0.2

create_clock -name clk0 -period $clk_period [get_ports {clk}]

set non_clock_inputs [all_inputs -no_clocks]
set_input_delay [expr $clk_period * $clk_io_pct] -clock clk0 $non_clock_inputs
set_output_delay [expr $clk_period * $clk_io_pct] -clock clk0 [all_outputs]
--- config.mk ---
export PLATFORM = sky130hd
export DESIGN_NAME = memory
export DESIGN_NICKNAME = memory
export VERILOG_FILES = /design/flow/design.v
export SDC_FILE = /design/flow/constraint.sdc
export NUM_CORES = 4
export LEC_CHECK = 1
export CORE_AREA = 10 10 70 70
export DIE_AREA = 0 0 80 80
--- design.v ---
module memory(clk,rst,pc,address);
  input clk,rst;
  input[7:0] pc;
  output reg[7:0] address;
  reg[7:0] mem[15:0];
  initial begin
    mem[0] = 8'b00010110;
    mem[1] = 8'b00101011;
    mem[2] = 8'b00110001;
    mem[3] = 8'b01001011;
    mem[4] = 8'b01010001;
    mem[5] = 8'b00011011;
    mem[6] = 8'b00100001;
  end
  always@(posedge clk or posedge rst) begin
    if(rst) begin
      address <= 8'b0;
    end
    else begin
      address <= mem[pc];
    end
  end
endmodule
==> results_dict.tcl <==
# flow metrics
set metrics [dict create \
    status "finished, final reports clean" \
    post_dp_cell_area_um2 510 \
    final_max_slew_viol_count 0 \
    worst_ep_arrival_time_ps 770 \
    worstPathRequired_ps 800 \
    htreeDepth 1 \
    core_util_floorplan 0.0993 \
    overflow 0 \
    antenna_found_initial 0 \
    vias 205 \
    firstDrtPassIters 2 \
    clk_pin_slew_ps 50 \
    post-route-cell-area_um2 512 \
    syn_avg_cell_area_um2 13.0 \
    crit_path_end_kind "primary output" \
    grt_max_degree 8 \
    crit_chain "clkdlybuf4s15_1" \
    yosys_warnings 1 \
    area_leaders "dfrtp_1, ha_1, mux2_4, buf_6, inv_1" \
    yosysTopAreaCellShare 0.517 \
    synthTopCellsByCount "dfrtp_1, ha_1, inv_1, mux2_4, o21ai_0" \
    drive_gt1_frac 0.357 \
    cts_setup_buffers 0 \
    cts.sinks 7 \
    finalSetupViolations 0 \
    start_kind "flop" \
    total_leakage_power_uw 0.000260 \
    cap_violations 0 \
    ir_drop_mv 0.285 \
    top_cell "dfrtp_1" \
    die_h_um 80 \
    syn_to_final_growth_pct 50.9 \
    yosysTopAreaCell "dfrtp_1" \
    viasPerCell 2.33 \
    cts_tree "built" \
    cp_slowest_cell "dfrtp_1" \
    critPathKind "reg2out" \
    drc 0 \
    die_x_um 80 \
    period_used_share 0.970 \
    crit_family "flip-flops" \
    netlist_instances 26 \
    async_flop_share 1.00 \
    grt_use_total 0.0198 \
    ys_area_um2 339 \
    grt_pass1_vias 235 \
    fp-row-count 21 \
    rsz0062_at_grt "false" \
    stdcell_count 88 \
    drtAntennaViolNets 0 \
    yosys_most_used_dff "dfrtp_1" \
    synth_area_um2 339 \
    ys_cells 26 \
    io_pins 18 \
    p_per_area_nw_per_um2 1260 \
    cts_made_buffers 3 \
    warning_count 34 \
    fin_hold_ws_ps 177 \
    ys_seq_share 0.517 \
    period_needed_ps 970 \
    core_um2 3420 \
    top_register "address" \
    cpPeakStageDelay_ps 350 \
    worst-path-buf-inv 1 \
    cp_max_fo 1 \
    synth-seq-cells 7 \
    drtIter0Drc 9 \
    reg.largest.list "address x7" \
    synth_cell_type_count 12 \
    wl_um 670 \
    fmax_mhz 1030 \
    die-area_um2 6400 \
    cts_hold_buffers 0 \
    wire_per_inst_um 7.61 \
    cts.root.buffer_cell "clkbuf_4" \
    synth-edff-count 0 \
    finalHoldViolations 0 \
    insertedDiodeCount 0 \
    place_inst 84 \
    nFillCells 401 \
    clockBufferDepth 2 \
    port_buffers 11 \
    largest_reg_flops 7 \
    grt_pass1_wl_mm 1.04 \
    min_path_type "in2async" \
    place_congestion 0.717 \
]
==> metal layers <==
| metal | up-vias | track usage | part of all wire | routed length (um) |
|---|---|---|---|---|
| met5 | - | 0 | 0 | 0 |
| met3 | 4 | 0.0125 | 0.16 | 107 |
| met4 | 0 | 0.0123 | 0.052 | 35 |
| met1 | 77 | 0.0297 | 0.56 | 377 |
| met2 | 16 | 0.0185 | 0.22 | 150 |
| li1 | 108 | - | - | - |
==> kinds of logic (layout without fill, tap and decap cells) <==
group / count (synthesis) / count (layout) / share of synthesized area
buf+inv: 5 / 21 / 0.0886
other cells: 1 / 1 / 0.0111
mux: 3 / 3 / 0.118
flops: 7 / 7 / 0.517
fa+ha+maj: 5 / 5 / 0.185
simple gates: 3 / 3 / 0.0517
compound gates: 2 / 2 / 0.0295
==> where the power goes <==
group          internal [uW]  switching (uW)  total (uW)
clock                    152            94.0         246
combinational           53.4            35.5        88.9
sequential               303            5.22         308
==> area by class of cell <==
| cell class | count | area, um2 | area share |
|---|---|---|---|
| sequential | 7 | 175 | 0.342 |
| multi-input combinational | 14 | 134 | 0.262 |
| timing repair buffer | 14 | 108 | 0.210 |
| tap | 46 | 57.6 | 0.112 |
| clock buffer | 4 | 26.3 | 0.0513 |
| inverter | 3 | 11.3 | 0.0220 |
==> cell usage in the layout (no fill, tap or decap), types with 2 or more instances in the layout <==
cell type        count
o21ai_0              2
clkbuf_4             3
dlygate4sd2_1        2
buf_4                3
mux2_4               2
inv_2                2
clkbuf_2             5
dfrtp_1              7
clkdlybuf4s15_1      2
ha_1                 5
==> worst max path at each step <==
stage / cells after the start / from / end / slack (ps)
CTS: 3 / pc[2] / address[4]$_DFF_PP0_ / 0.2
global route: 1 / address[1]$_DFF_PP0_ / address[1] / 2
finish: 1 / address[2]$_DFF_PP0_ / address[2] / 30
==> through the flow <==
stage | util | setup WS, ps | TNS, ps | power [uW]
floorplan | - | 91.3 | 0 | 351
global placement | 0.149 | -430 | -1910 | 420
detailed placement | 0.149 | -458 | -2100 | 423
CTS | 0.156 | 0.167 | 0 | 669
global route | 0.150 | 1.98 | 0 | 679
finish | 0.150 | 30.2 | 0 | 643
==> timing repair <==
item / 4_1_cts / 5_1_grt
endpoints found under the hold margin: 0 / 0
gates resized: 18 / 6
cloned: 0 / 0
endpoints found under the setup margin: 11 / 8
Power and IR drop assume default switching activity.

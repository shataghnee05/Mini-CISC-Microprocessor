<file path="./run.sh">
#!/bin/bash
# OpenROAD 26Q1-2900-gdf79404cd8, Yosys 0.63+post, stock flow scripts
make -C /OpenROAD-flow-scripts/flow DESIGN_CONFIG=/design/flow/config.mk WORK_HOME=/design/flow/orfs finish
</file>
<file path="./config.mk">
export PLATFORM = sky130hd
export DESIGN_NAME = alu
export DESIGN_NICKNAME = alu
export VERILOG_FILES = /design/flow/design.v
export SDC_FILE = /design/flow/constraint.sdc
export NUM_CORES = 4
export LEC_CHECK = 1
export CORE_UTILIZATION = 30
</file>
<file path="./constraint.sdc">
current_design alu

set clk_period 28.8
set clk_io_pct 0.2

create_clock -name clk0 -period $clk_period

set non_clock_inputs [all_inputs -no_clocks]
set_input_delay [expr $clk_period * $clk_io_pct] -clock clk0 $non_clock_inputs
set_output_delay [expr $clk_period * $clk_io_pct] -clock clk0 [all_outputs]
</file>
<file path="./design.v">
module alu(a,b,y,opcode);
  input [7:0] a,b;
  input [3:0] opcode;
  output reg[7:0] y;
  always@(*) begin
    case(opcode)
      4'b0001 : y = a+b;
      4'b0010 : y = a-b;
      4'b0011 : y = a*b;
      4'b0100 : y = (!b == 0)?a/b:8'b0;
      4'b0101 : y = a&b;
      4'b0110 : y = a^b;
      4'b0111 : y = a >> 2;
      4'b1000 : y = a << 2;
      4'b1001 : y = b + 1;
      4'b1010 : y = b - 1;
      4'b1011 : y = (~a)*b;
      4'b1100 : y = a*(~b);
     default : y = 8'b0;
    endcase
  end
endmodule
</file>
==> impl_summary.log <==
[report] extracting results
[metrics] routed wire length: ~17000 um
[metrics] post-synthesis instance total: about 730
[metrics] Max Transition Viols Final: 0
[metrics] starting DRC count in detailed routing: approximately 300
[metrics] floorplan die area: between 15000 and 20000 um^2
[metrics] minimum period implied by the final worst setup slack: around 23 ns
[metrics] smallest hold slack: around 13 ns
[metrics] number of different library cells in the post-synthesis netlist: approximately 70
[metrics] post-detailed-route via-to-cell ratio: 5.16
[metrics] area figure in the yosys stat output: about 5600 um^2
[metrics] biggest fanout along the worst timing path: 12
[metrics] cells resized by post-CTS repair: 0
[metrics] leftover overflow at the end of global routing: 0
[metrics] final tally of setup violations: 0
[metrics] classification of the worst-slack hold path: primary input to primary output
[metrics] Max-slew headroom: a little under 40%
[metrics] Top cell by count, worst path: sky130_fd_sc_hd__ha_1
[metrics] count of yosys warnings during synthesis: 1
[metrics] Post-CTS Hold Fix Bufs: 0
[metrics] clock buffer count: 0
[metrics] period utilization: 80.8%
[metrics] Critical Path End Type: primary output
[metrics] highest attainable clock frequency: around 0.043 GHz
[metrics] data required time at the worst endpoint: between 20 and 25 ns
[metrics] power density over cell area: about 29 nW/um^2
[metrics] number of setup buffers added after CTS: 0
[metrics] GRT Util Overall: between 10% and 20%
[metrics] Max-cap violations: 0
[metrics] leakage power of the design: 2.96 nW
[metrics] number of diodes: 0
[metrics] die width: about 140 um
[metrics] worst-margin pin slew: approximately 0.91 ns
[metrics] number of global-route vias before repair: about 4.9k
[metrics] die y size: about 140 um
[metrics] worst voltage drop across the vdd grid: ~0.000011 V
[metrics] number of antenna violations at the first check in global routing: 0
[metrics] Sequential Area: 0 um^2
[metrics] Initial Utilization: between 30 and 40%
[metrics] I/O pin count: 28
[metrics] setup repair after global routing missed its margin: false
[metrics] count of antenna-violating nets left after detailed routing: 0
[metrics] RePlAce Congestion: roughly 1
[metrics] number of I/O port buffers: 28
[metrics] WL/cell: roughly 18 um
[metrics] post-detailed-route DRC marker count: 0
[metrics] ratio of cells with drive above 1 in the final layout: 6.02%
[metrics] number of warnings in the stage logs: approximately 50
[metrics] worst setup path category: primary input to primary output
[metrics] routed vias: 5038
[metrics] slowest cell on the critical path: sky130_fd_sc_hd__clkdlybuf4s50_1
[metrics] worst stage delay on the critical path: between 0.7 and 0.8 ns
[metrics] post-detail-place hpwl: 13500 um
[metrics] synthesized area per cell: between 7 and 8 um^2
[metrics] pin count of the biggest net entering global routing: 23
[metrics] worst path arrival time: approximately 18 ns
[metrics] post-route setup TNS: 0 ns
[metrics] sequential cell count of the final layout: 0
[metrics] status: finished, final reports clean
[metrics] area of the core region: 18100 um^2
[metrics] P&R area growth vs syn: 10.2%
[metrics] hold violation count in the final report: 0
[metrics] Pre-antenna DRT Iters: 7
[metrics] portion of the post-synthesis area used by sequential elements: 0%
[metrics] global-route wire length before repair: about 28000 um
[metrics] startpoint kind of the worst setup timing path: primary input
[metrics] area of the mapped netlist: about 5600 um^2
[metrics] number of cells in the yosys synthesis report: roughly 730
[metrics] number of standard-cell rows in the floorplan: roughly 50
## path summary, 6_finish.rpt
kind,start,to,slack (ns),cells past startpoint
max,b[4],y[0],5.52,48
min,b[7],y[0],12.90,7
## report_power, final
group          switching (mW)  internal, mW
sequential                  0             0
clock                       0             0
combinational          0.0950        0.0830
## cells in the final DEF, fill, tap and decap left out, types with 23 or more instances in the layout
| cell | count |
|---|---|
| sky130_fd_sc_hd__nor2_1 | 95 |
| sky130_fd_sc_hd__o21ai_0 | 30 |
| sky130_fd_sc_hd__ha_1 | 117 |
| sky130_fd_sc_hd__clkdlybuf4s50_1 | 28 |
| sky130_fd_sc_hd__nor2b_1 | 23 |
| sky130_fd_sc_hd__a21oi_1 | 33 |
| sky130_fd_sc_hd__xnor2_1 | 47 |
| sky130_fd_sc_hd__inv_1 | 82 |
| sky130_fd_sc_hd__nand2_1 | 48 |
| sky130_fd_sc_hd__fa_1 | 38 |
## metal layers
layer	part of all wire, %	track usage [%]	vias to the layer above	routed length, um
met5	0	0	-	0
met4	1.7	2.87	0	288
met1	50	29.3	2315	8630
met3	7.6	3.76	18	1320
li1	-	-	2534	-
met2	41	28.1	171	7170
## worst max-delay path: cells and delay by family
family / cells / cell delay (ns)
AND/OR/NAND/NOR: 11 / 2.68
multiplexers: 3 / 1.19
adder cells (fa/ha/maj): 7 / 1.92
buffers and inverters: 3 / 1.27
AND-OR/OR-AND: 24 / 4.70
## Yosys cell counts, drive strengths merged, types with 5 or more instances
cell    count  share of area [%]
ha        117                 26
nor2       95                6.3
inv        82                5.5
nand2      48                3.2
xnor2      47                7.3
fa         38                 14
a21oi      33                2.9
o21ai      31                2.8
nor2b      23                2.6
clkbuf     20                1.3
nor3       18                1.6
o21a       16                2.2
xor2       15                2.3
a21o       12                1.6
nand2b     12                1.5
mux2       10                2.1
buf         8               0.89
clkinv      7               0.47
nand3       6               0.53
o211ai      6               0.89
xnor3       6                2.4
a22oi       5               0.67
a31oi       5               0.56
and2        5               0.62
mux2i       5               0.96
o221ai      5               0.78
## stage by stage
step	worst slack [ns]	area [um^2]	total power [mW]	utilization (%)	cells
floorplan	7.82	5630	0.129	-	730
global placement	5.88	6210	0.177	34.2	977
detailed placement	5.61	6210	0.177	34.2	977
CTS	5.58	6210	0.178	34.2	977
global route	4.51	6210	0.200	34.2	977
finish	5.52	6210	0.178	34.2	977
## cell families (layout without fill, tap and decap cells)
family / Yosys count / in the layout / synth area share [%]
AOI/OAI and AO/OA: 150 / 150 / 18.4
xor gates and xnor gates: 68 / 68 / 12.0
adders and majority gates: 155 / 155 / 39.5
buffers and inverters: 117 / 135 / 8.16
muxes: 15 / 15 / 3.02
and+or+nand+nor: 225 / 225 / 18.8
## layout make-up
| class | count | area (um^2) |
|---|---|---|
| Multi-Input combinational cell | 613 | 5170 |
| Tap cell | 229 | 287 |
| Inverter | 89 | 334 |
| Fill cell | 1915 | 11900 |
| Timing Repair Buffer | 46 | 415 |
No activity file was given, so power comes from the tool's default toggle rates.

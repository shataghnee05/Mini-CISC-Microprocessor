`/design/flow/design.v`:
```
module reg_bank(clk,rst,a1,a2,a3,a4,alu_result,en1,en2,en3,en4,write,out_sel,o1,o2,o3,o4);
  input clk,rst,write;
  input en1,en2,en3,en4;
  input[7:0] a1,a2,a3,a4,alu_result;
  input[1:0] out_sel;
  output[7:0] o1,o2,o3,o4;
  reg[7:0] bank[3:0];
  assign o1 = bank[0];
  assign o2 = bank[1];
  assign o3 = bank[2];
  assign o4 = bank[3];
  always@(posedge clk or posedge rst) begin
    if(rst) begin
      bank[0] <= 0;
      bank[1] <= 0;
      bank[2] <= 0;
      bank[3] <= 0;
    end
    else begin
      if(en1)
        bank[0] <= a1;
      if(en2)
        bank[1] <= a2;
      if(en3)
        bank[2] <= a3;
      if(en4)
        bank[3] <= a4;
      if(write)
        bank[out_sel] <= alu_result;
    end
  end
endmodule
```
`/design/flow/run.sh`:
```
#!/bin/bash
# OpenROAD 26Q1-2900-gdf79404cd8, Yosys 0.63+post, stock flow scripts
make -C /OpenROAD-flow-scripts/flow DESIGN_CONFIG=/design/flow/config.mk WORK_HOME=/design/flow/orfs finish
```
`/design/flow/config.mk`:
```
export PLATFORM = sky130hd
export DESIGN_NAME = reg_bank
export DESIGN_NICKNAME = reg_bank
export VERILOG_FILES = /design/flow/design.v
export SDC_FILE = /design/flow/constraint.sdc
export NUM_CORES = 4
export LEC_CHECK = 1
export CORE_UTILIZATION = 40
```
`/design/flow/constraint.sdc`:
```
current_design reg_bank

set clk_period 1.2
set clk_io_pct 0.2

create_clock -name clk0 -period $clk_period [get_ports {clk}]

set non_clock_inputs [all_inputs -no_clocks]
set_input_delay [expr $clk_period * $clk_io_pct] -clock clk0 $non_clock_inputs
set_output_delay [expr $clk_period * $clk_io_pct] -clock clk0 [all_outputs]
```
==> impl_metrics.tcl <==
# collected from the flow reports
set metrics [dict create \
    wl_mm 3.83 \
    grt_overflow 0 \
    fill_cells 272 \
    grt_pass1_wl_mm 6.08 \
    p_leak_uw 0.00120 \
    warnings 26 \
    hpwl_mm 2.91 \
    p_clk_share_pct 29.7 \
    finalClockPeriodUsage_pct 97.3 \
    hold_path.class "primary input to asynchronous set/reset pin" \
    ys_area_sq_um 1630 \
    critPathRequiredTime_ns 1.37 \
    top_area_cell "dfrtp_1" \
    finalSetupTns_ns 0 \
    switching_power_uw 616 \
    grt_max_degree 33 \
    clk_path_buf_depth 2 \
    setup_viol 0 \
    crit_slowest_cell "or3b_4" \
    ys_cells 118 \
    num_vias 1266 \
    maxCapViolations 0 \
    slew_violations 0 \
    regMostFlops "bank" \
    grt.met3_usage_pct 4.72 \
    period_needed_ns 1.17 \
    p_per_area_nw_per_um2 1060 \
    yosysTopAreaCellShare_pct 49.1 \
    dp_cells 251 \
    swShare_pct 22.1 \
    wire_per_inst_um 14.8 \
    antenna_cells_inserted 0 \
    finalHoldViolCount 0 \
    lay_top_cells "clkdlybuf4s50_1, mux2_2, dlygate4sd2_1" \
    pin_count 81 \
    vias_per_cell 4.89 \
    seq_power_share_pct 45.5 \
    ir_drop_uv 677 \
    port-buffer-count 80 \
    startpoint_type "primary input" \
    drtIter0Drc 34 \
    antenna_found_initial 0 \
    status "complete, no violations" \
    grt_pass1_vias 1266 \
    clkTransAtPathRegs_ns 0.06 \
    slowest_delay_ns 0.40 \
    tritoncts "yes" \
    synth.distinct_cells 14 \
    busiest_layer "met2" \
    end_kind "flop" \
    grt_usage_pct 19.9 \
    largest_reg_flops 32 \
    firstDrtPassIters 4 \
    fin_skew_ns 0 \
    met1_usage_pct 30.6 \
    path_cells "dlygate4sd2_1, or3b_4, buf_8, mux2_4" \
    tightest_slew_ns 0.257 \
    drive_gt1_share_pct 33.6 \
    area_delta_synth_final_pct 61.6 \
    worstPathArrival_ns 1.33 \
    final_cell_count_no_fill 259 \
    layout_top_cell "clkdlybuf4s50_1" \
    relSlewSlack_pct 82.8 \
    syn_area_sq_um 1630 \
    grtUsageMet2_pct 31.0 \
    logic_area_sq_um 790 \
    criticalPathCategory "primary input to flop" \
    detail-route-antenna-nets 0 \
    synthCells 118 \
    ff_latch_area_sq_um 801 \
    drc_errors 0 \
    avgSynthCellArea_sq_um 13.8 \
    ys_seq_share_pct 49.1 \
    ctsHtreeMaxLevel 2 \
    cts_root_buf "clkbuf_8" \
    rows 22 \
    chipArea_sq_um 4330 \
    ys_warn_count 2 \
    die_h_um 65.8 \
    grt_setup_unrepaired "no" \
    die_width_um 65.8 \
    fmax_mhz 856 \
    numClockSinks 32 \
    core_area_sq_um 3770 \
    combPwrFrac_pct 24.8 \
    clkLatencyLatePin_ns 0.28 \
    critPathMaxFanout 8 \
    ys.flops 32 \
    reg.largest.list "bank x32" \
    synth.area.top_cells "dfrtp_1, mux2_2, mux2_4" \
    place_congestion 0.893 \
    internal_power_uw 2170 \
    cts_buffers 5 \
    fp-utilization_pct 43.2 \
    utilization_pct 69.8 \
]
## path summary, 6_finish.rpt
check	start	endpoint	slack (ns)	cells after the start
max	out_sel[1]	bank[0][4]	0.03	4
min	rst	bank[0][7]	0.30	3
max reg2reg	bank[1][6]	bank[1][6]	0.18	2
min reg2reg	bank[3][4]	bank[3][4]	0.59	2
max in group asynchronous	rst	bank[1][0]	0.72	3
min in group clk0	write	bank[3][2]	0.54	4
## routing by layer
metal,vias up,wire [um]
met5,-,0
met4,0,50
met3,7,298
met2,54,1760
met1,586,1720
li1,619,-
## power by group through the flow
stage	Sequential, uW	Clock (uW)	Combinational, uW
6_report	1270	828	693
5_1_grt	1290	910	754
4_1_cts	1270	849	701
## cells in the mapped netlist
library cell,n
mux2i_1,8
dfrtp_1,32
and3_1,1
nand4_1,8
inv_1,1
o21ai_0,8
buf_6,1
mux2_2,40
mux2_4,8
or3b_1,1
nand3b_2,2
buf_2,4
clkbuf_2,1
clkbuf_1,3
## critical path, delay by kind of cell
kind,cells,cell delay (ns)
buffers and inverters,2,0.40
AND/OR/NAND/NOR,1,0.40
multiplexers,1,0.29
## layout make-up
class	count	area share (%)
Multi-Input combinational cell	76	30.0
Sequential cell	32	30.4
Timing Repair Buffer	94	33.8
Clock buffer	8	3.42
Inverter	1	0.143
Tap cell	48	2.28
## kinds of logic (layout without fill, tap and decap cells)
| family | after synthesis | after routing | share of synthesized area (%) |
|---|---|---|---|
| AND/OR/NAND/NOR | 12 | 12 | 5.37 |
| buffers and inverters | 10 | 103 | 3.15 |
| AND-OR/OR-AND | 8 | 8 | 2.46 |
| flip-flops | 32 | 32 | 49.1 |
| multiplexers | 56 | 56 | 39.9 |
## what timing repair did
item,CTS,global route
setup buffers,0,0
setup endpoints to repair,64,6
gates resized,44,1
hold buffers,0,0
cloned,0,0
pin swaps,1,0
## per-stage QoR
step	cell area [sq um]	power (uW)	hold WS, ns	worst slack [ns]
detailed placement	2560	2080	0.561	-0.493
CTS	2630	2820	0.314	0.0377
floorplan	1630	1560	0.356	0.0223
global placement	2560	2060	0.560	-0.487
finish	2630	2790	0.304	0.0321
global route	2630	2950	0.335	0.00450
Power is estimated from default activity; no workload was simulated.
